### flow/run.sh
#!/bin/bash
# OpenROAD 26Q1-2900-gdf79404cd8, Yosys 0.63+post, stock flow scripts
make -C /OpenROAD-flow-scripts/flow DESIGN_CONFIG=/design/flow/config.mk WORK_HOME=/design/flow/orfs finish
### flow/config.mk
export PLATFORM = sky130hd
export DESIGN_NAME = set
export DESIGN_NICKNAME = set
export VERILOG_FILES = /design/flow/design.v
export SDC_FILE = /design/flow/constraint.sdc
export NUM_CORES = 4
export LEC_CHECK = 1
export CORE_UTILIZATION = 40
### flow/design.v
module ffd (
    input  wire clk,        
    input  wire rst,        
    input  wire en,         
    input  wire d,          
    output reg  q           
);
    always @(posedge clk or posedge rst) begin
        if (rst)
            q <= 1'b0;
        else if (en)
            q <= d;
    end
endmodule
module reg19 (
    input  wire         clk,
    input  wire         rst,
    input  wire         en,
    input  wire         load,
  input  wire [18:0]  d,
  output wire [18:0]  q
);
  reg [18 : 0] test;
    genvar i;
    generate
      for (i = 0; i < 19; i = i + 1) begin : ff_array
            ffd u_ffd (
                .clk(clk),
                .rst(rst),
                .en(en & load),
                .d(d[i]),
                .q(q[i])
            );
        end
    endgenerate
  assign test = q;
endmodule
module block(
  input wire en,
  input wire en_change,
  input wire en_alloc,
  input wire [18:0]tag,
  input wire clk,
  input wire rst,
  output dirty,
  output valid,
  output [18:0]tag_out);
  ffd dir(.en(en&en_change), .clk(clk), .rst(rst), .q(dirty), .d(1'b1));
  ffd val(.en(en&en_alloc), .d(1'b1) , .clk(clk), .rst(rst), .q(valid));
  reg19 tg(.clk(clk), .rst(rst), .en(en), .load(en_alloc), .d(tag), .q(tag_out));
endmodule
module t_flipflop (
  input wire clk,
  input wire rst,
  input wire en,
  input wire t,
  output reg q,
  output wire q_bar
);
  always @(posedge clk) begin
    if (rst)
      q <= 0;
    else if (en && t)
      q <= ~q;
  end
  assign q_bar = ~q;
endmodule
module set(
  input wire clk,
  input wire rst,
  input wire en_change,
  input wire en_evict,
  input wire en_alloc,
  input wire en,
  input wire [18:0] tag,
  input wire en_check,
  output wire hit_out,
  output wire drty,
  output wire val
);
  wire [2:0] q_bar;
  wire [2:0] q;
  wire [3:0] valid;
  wire [3:0] dirty;
  wire [18:0] tag_outs [3:0];
  reg hit;
  t_flipflop first  (.clk(clk), .rst(rst), .en(en & en_alloc), .t(1'b1), .q(q[0]), .q_bar(q_bar[0]));
  t_flipflop second (.clk(clk), .rst(rst), .en(q_bar[0] & en & en_alloc), .t(1'b1), .q(q[1]), .q_bar(q_bar[1]));
  t_flipflop third  (.clk(clk), .rst(rst), .en(~q_bar[0] & en & en_alloc), .t(1'b1), .q(q[2]), .q_bar(q_bar[2]));
  block blk1 (
    .clk(clk), .rst(rst), .en_change(en_change), .en_alloc(en_alloc),
    .tag(tag), .en(q_bar[0] & q_bar[1] & en & en_alloc),
    .dirty(dirty[0]), .valid(valid[0]), .tag_out(tag_outs[0])
  );
  block blk2 (
    .clk(clk), .rst(rst), .en_change(en_change), .en_alloc(en_alloc),
    .tag(tag), .en(q_bar[0] & ~q_bar[1] & en & en_alloc),
    .dirty(dirty[1]), .valid(valid[1]), .tag_out(tag_outs[1])
  );
  block blk3 (
    .clk(clk), .rst(rst), .en_change(en_change), .en_alloc(en_alloc),
    .tag(tag), .en(~q_bar[0] & q_bar[2] & en & en_alloc),
    .dirty(dirty[2]), .valid(valid[2]), .tag_out(tag_outs[2])
  );
  block blk4 (
    .clk(clk), .rst(rst), .en_change(en_change), .en_alloc(en_alloc),
    .tag(tag), .en(~q_bar[0] & ~q_bar[2] & en & en_alloc),
    .dirty(dirty[3]), .valid(valid[3]), .tag_out(tag_outs[3])
  );
  always @(*) begin
    if ((tag == tag_outs[0]) && valid[0]) hit = 1;
    else if ((tag == tag_outs[1]) && valid[1]) hit = 1;
    else if ((tag == tag_outs[2]) && valid[2]) hit = 1;
    else if ((tag == tag_outs[3]) && valid[3]) hit = 1;
    else hit = 0;
  end
  assign hit_out = hit & en_check;
  assign drty = dirty[0] | dirty[1] | dirty[2] | dirty[3];
  assign val = valid[0] | valid[1] | valid[2] | valid[3];
endmodule
module fsm
  (
    input clk, rst,
    input v, hit, write, read, miss, dirty, valid,
    output reg rdy, lru, change, check, alloc
  );
  localparam IDLE = 3'd0;
  localparam CHECK = 3'd1;
  localparam WRITE_HIT = 3'd2;
  localparam READ_HIT = 3'd3;
  localparam READ_MISS = 3'd4;
  localparam WRITE_MISS = 3'd5;
  localparam EVICT = 3'd6;
  localparam ALLOC = 3'd7;
  reg[2:0] st;
  reg[2:0] st_nxt;
  always@(*)
    case(st)
      IDLE: if(!v) st_nxt = IDLE;
      else if (v) st_nxt = CHECK;
      CHECK: if(hit & write) st_nxt = WRITE_HIT;
      else if (hit & read) st_nxt = READ_HIT;
      else if (miss & write) st_nxt = WRITE_MISS;
      else if (miss & read) st_nxt = READ_MISS;
      WRITE_HIT: if(rdy) st_nxt = IDLE;
      READ_HIT: if(rdy) st_nxt = IDLE;
      READ_MISS: if(valid & dirty) st_nxt = EVICT;
      else if(!valid * !dirty) st_nxt = ALLOC;
      WRITE_MISS: if(valid & dirty) st_nxt = EVICT;
      else if(!valid * !dirty) st_nxt = ALLOC;
      EVICT: st_nxt = ALLOC;
      ALLOC: if(rdy) st_nxt = IDLE;
    endcase
  always@(*) begin
    rdy = 1'd0;
    lru = 1'd0;
    change = 1'd0;
    check = 1'd0;
    alloc = 1'd0;
    case(st)
      IDLE: if(valid) {check,rdy} = 1'd1;
      CHECK: if(hit&write) check = 1'd1;
      else if (hit&read) rdy = 1'd1;
      else if (read&miss) {lru, change} = 1'd1;
      else if (write&miss) {lru, change} = 1'd1;
      WRITE_HIT: rdy = 1'b1;
      READ_HIT : rdy = 1'b1;
      READ_MISS : if(valid & dirty)lru = 0;
      else if ( !valid*!dirty) alloc = 1'd1;
      WRITE_MISS: if(valid & dirty) {lru, change} = 1'd1;
      else if (!valid * !dirty) change = 1'd1;
      ALLOC: rdy = 1'd1;
    endcase
  end
  always@(posedge clk or posedge rst)
    if(rst) begin 
      st<=IDLE;
      st_nxt = IDLE;
    end
  	else st<= st_nxt;
endmodule
module cache_controller (
    input wire clk,
    input wire rst,
    input wire [31:0] addr,
    input wire read,
    input wire write,
    output wire ready
);
    wire [6:0] index;          
    wire [18:0] tag;           
    assign index = addr[13:7];      
    assign tag   = addr[31:13];     
    wire [127:0] set_select;
    assign set_select = 128'b1 << index;
    wire [127:0] hit_outs;
    wire [127:0] drty_outs;
    wire [127:0] val_outs;
    wire hit, dirty, valid;
    wire [6:0] i = index;
    assign hit   = hit_outs[i];
    assign dirty = drty_outs[i];
    assign valid = val_outs[i];
    wire check, alloc, change, lru, rdy;
    reg v, h, miss;
    always @(*) begin
        v    = read | write;
        h    = hit;
        miss = ~hit;
    end
    set cache_sets [127:0] (
        .clk(clk),
        .rst(rst),
        .en_change({128{change}} & set_select),
        .en_evict({128{lru}} & set_select),
        .en_alloc({128{alloc}} & set_select),
        .en({128{1'b1}}),
        .tag({128{tag}}),
        .en_check({128{check}} & set_select),
        .hit_out(hit_outs),
        .drty(drty_outs),
        .val(val_outs)
    );
    fsm control_unit (
        .clk(clk),
        .rst(rst),
        .v(v),
        .hit(h),
        .write(write),
        .read(read),
        .miss(miss),
        .dirty(dirty),
        .valid(valid),
        .rdy(rdy),
        .lru(lru),
        .change(change),
        .check(check),
        .alloc(alloc)
    );
    assign ready = rdy;
endmodule
### flow/constraint.sdc
current_design set

set clk_period 4.1
set clk_io_pct 0.2

create_clock -name clk0 -period $clk_period [get_ports {clk}]

set non_clock_inputs [all_inputs -no_clocks]
set_input_delay [expr $clk_period * $clk_io_pct] -clock clk0 $non_clock_inputs
set_output_delay [expr $clk_period * $clk_io_pct] -clock clk0 [all_outputs]
==> impl_metrics.py <==
# Physical implementation metrics
metrics = {
    "critical_path": {
        "critPathLaunch": "tag[4]",
        "arrival_ns": 3.14,
        "critical_path_required_ns": 3.28,
        "r2r_setup_slack_ns": 2.57,
        "reg2regPathDepth": 4,
        "crit_path_end_kind": "output pin",
        "reg2reg_to": "blk3.tg.ff_array[4].u_ffd.q$_DFFE_PP0P_",
        "timing.critical_path.to": "hit_out",
        "r2r-start": "first.q$_SDFFE_PP0P_",
        "cp_max_fo": 8,
        "startpoint_type": "input pin",
        "critical_path_class": "input pin to output pin",
    },
    "yosys": {
        "top_cell": "dfrtp_1",
        "synth_seq_share_pct": 50.4,
        "synth_flops": 87,
        "edf_count": 0,
        "top_cells_by_area": "dfrtp_1 49%, mux2_2 15%, xor2_1 10%",
        "synth.distinct_cells": 24,
        "ys_sh_aoi_pct": 1.08,
        "synthTopCellsByCount": "84 x dfrtp_1, 59 x mux2_2, 49 x xor2_1, 29 x xnor2_1, 17 x mux2_4",
        "yosysTopAreaCell": "dfrtp_1",
        "yosysWarnings": 4,
        "synthAdderAreaFrac_pct": 0,
        "ys_sh_xor_pct": 15.9,
        "yosysTopAreaCellShare_pct": 49.0,
        "muxShareOfSynthArea_pct": 21.4,
        "yosysChipArea_um2": 4290,
        "syn_area_um2": 4290,
        "syn_inst": 321,
        "yosys.area_share.simple_pct": 5.83,
        "ys_cells": 321,
        "synth_area_per_cell_um2": 13.4,
        "ff_type": "dfrtp_1",
        "ys_top_logic_family": "multiplexers",
        "async_flop_share_pct": 96.6,
    },
    "power": {
        "design_power_total_mw": 2.46,
        "leakagePower_nw": 2.20,
        "vdd_drop_max_mv": 0.286,
        "powerDensity_nw_per_um2": 497,
    },
    "layout": {
        "final_layout_size_suffix_gt1_share_pct": 33.1,
        "nFillCells": 938,
        "syn_to_final_growth_pct": 15.4,
    },
    "detailed_routing": {
        "drt_iter0_markers": 85,
        "via_per_inst": 4.88,
        "drt-total-wl_mm": 7.72,
        "antenna_left": 0,
        "vias": 2415,
        "wl_per_cell_um": 15.6,
        "diodes": 0,
        "firstDrtPassIters": 4,
        "drc": 0,
    },
    "die": {
        "die_x_um": 106,
        "core_um2": 10400,
        "rows": 37,
        "die_height_um": 106,
        "core_util_floorplan_pct": 41.4,
        "top_level_ports": 29,
        "dieArea_um2": 11100,
    },
    "job": {
        "warnings": 26,
        "maxCapViolations": 0,
    },
    "sta": {
        "fin_skew_ns": 0.0116,
        "report.final.hold_viol_count": 0,
        "fin_crit_sh_pct": 96.7,
        "setup_violations": 0,
        "final-max-slew-violation-count": 0,
        "rsz0062_at_grt": "false",
        "setup_tns_ns": 0,
        "fmax_mhz": 252,
        "post-route-min-period_ns": 3.96,
        "tightest_slew_ns": 0.770,
        "slew_headroom_pct": 48.6,
    },
    "clock_tree": {
        "cts_buffer_depth": 2,
        "cts.htree.levels": 3,
        "clkTransAtPathRegs_ns": 0.08,
        "cts-root-buf": "clkbuf_8",
        "cts_tree": "built",
        "insertion_delay_ns": 0.36,
        "cts_buffers": 9,
        "cts_setup_buffers": 0,
        "cts.sinks": 87,
    },
    "min_path": {
        "min_path_type": "flip-flop to flip-flop",
    },
    "placed_design": {
        "gp_congestion": 0.742,
        "port_buffers": 27,
        "hpwlAfterDp_mm": 5.39,
    },
    "run_status": {
        "status": "finished clean",
    },
    "grt": {
        "grt_pass1_vias": 2502,
        "grt_use_total_pct": 15.7,
        "grt_max_degree": 44,
        "grt_pass1_wl_mm": 13.2,
        "antenna_found_initial": 0,
        "overflow": 0,
    },
}
-- report_power, final --
| part | internal, mW | leakage, nW | total, mW | switching [mW] |
|---|---|---|---|---|
| Clock | 0.407 | 0.120 | 0.718 | 0.311 |
| Sequential | 1.07 | 1.06 | 1.20 | 0.135 |
| Combinational | 0.343 | 1.02 | 0.543 | 0.200 |
| Total | 1.82 | 2.20 | 2.46 | 0.646 |
-- state kept, by name, indices dropped and copies added, names as in the netlist, 19 cells and up --
signal and count:
blk1.tg.ff_array.u_ffd.q 19, blk2.tg.ff_array.u_ffd.q 19, blk3.tg.ff_array.u_ffd.q 19, blk4.tg.ff_array.u_ffd.q 19
-- cells by family (layout without fill, tap and decap cells) --
logic type / count (synthesis) / in the layout
buf+inv: 30 / 68
flops: 87 / 87
xor+xnor: 78 / 78
compound gates: 6 / 6
simple gates: 44 / 44
mux: 76 / 76
-- critical path, cell delays in order --
cell and delay (ns):
clkdlybuf4s50_1 0.61, xor2_1 0.25, nor4_1 0.41, nand3_1 0.20
nor3_1 0.21, o41a_1 0.18, clkdlybuf4s50_1 0.45
-- layout make-up --
type,count,area [µm²],share of cell area (%)
inverter,2,8.76,0.177
multi-input combinational,204,1910,38.6
tap,136,170,3.44
clock buffer,9,124,2.50
timing repair buffer,50,455,9.20
clock inverter,7,120,2.43
sequential,87,2160,43.7
-- per-stage QoR --
stage	setup slack, ns	std cells	util (%)	hold WS, ns	instance area (µm²)
finish	0.137	495	47.7	0.456	4950
global route	0.0324	495	47.7	0.492	4950
CTS	0.102	495	47.7	0.465	4940
detailed placement	0.107	479	45.3	0.443	4700
global placement	0.157	479	45.3	0.434	4700
floorplan	1.11	321	-	0.423	4290
-- worst min path at each step --
stage                 startpoint                endpoint  slack, ns  cells past startpoint
5_1_grt   blk4.dir.q$_DFFE_PP0P_  blk4.dir.q$_DFFE_PP0P_       0.49                      1
4_1_cts   blk1.dir.q$_DFFE_PP0P_  blk1.dir.q$_DFFE_PP0P_       0.46                      1
6_report  blk1.dir.q$_DFFE_PP0P_  blk1.dir.q$_DFFE_PP0P_       0.46                      1
-- layout by cell type, fill, tap and decap left out, drive strengths merged --
cell type,n
dfrtp,84
mux2,76
xor2,49
xnor2,29
clkdlybuf4s50,27
buf,23
nor4,12
nand4,9
clkbuf,9
nand3,5
nor3,5
nand2,3
nor2,3
o21bai,3
nand2b,3
bufinv,3
dfxtp,3
clkinv,3
or4,2
or2,2
inv,2
a21o,1
o41a,1
a21oi,1
clkinvlp,1
-- metal layers --
metal  up-vias  global-route usage (%)  part of all wire (%)
li1       1161                       -                     -
met1      1218                    25.7                    51
met2        29                    23.7                    45
met3         7                    2.65                   2.9
met4         0                    1.69                   1.3
met5         -                       0                     0
-- timing repair --
item | CTS | global route
hold buffers | 0 | 0
setup endpoints to repair | 0 | 1
resized | 0 | 1
hold endpoints to repair | 0 | 0
No activity file was given, so power comes from the tool's default toggle rates.
